File: flow/run.sh
#!/bin/bash
# OpenROAD 26Q1-2900-gdf79404cd8, Yosys 0.63+post, stock flow scripts
make -C /OpenROAD-flow-scripts/flow DESIGN_CONFIG=/design/flow/config.mk WORK_HOME=/design/flow/orfs finish
File: flow/config.mk
export PLATFORM = sky130hd
export DESIGN_NAME = uart_top
export DESIGN_NICKNAME = uart_top
export VERILOG_FILES = /design/flow/design.v
export SDC_FILE = /design/flow/constraint.sdc
export NUM_CORES = 4
export LEC_CHECK = 1
export CORE_UTILIZATION = 30
File: flow/constraint.sdc
current_design uart_top

set clk_period 2.5
set clk_io_pct 0.2

create_clock -name clk0 -period $clk_period [get_ports {clk}]

set non_clock_inputs [all_inputs -no_clocks]
set_input_delay [expr $clk_period * $clk_io_pct] -clock clk0 $non_clock_inputs
set_output_delay [expr $clk_period * $clk_io_pct] -clock clk0 [all_outputs]
File: flow/design.v
`timescale 1ns/1ps
module uart_rx #(
    parameter CLK_RATE = 50000000,
    parameter BAUD_RATE = 115200,
    parameter BITS_PER_WORD = 8
)(
    input clk,
    input rstn,
    input rx,
    output reg [7:0] data_out,
    output reg data_valid,
    output reg is_valid,      
    output reg [1:0] state_bits  
);
    localparam CLOCKS_PER_BIT = CLK_RATE / BAUD_RATE;
    localparam STATE_IDLE  = 2'd0;
    localparam STATE_START = 2'd1;
    localparam STATE_DATA  = 2'd2;
    localparam STATE_STOP  = 2'd3;
    reg [1:0] state;
    reg [$clog2(CLOCKS_PER_BIT)-1:0] clk_count;
    reg [$clog2(BITS_PER_WORD)-1:0] bit_index;
    reg [7:0] rx_shift;
    always @(posedge clk or negedge rstn) begin
        if (!rstn) begin
            state <= STATE_IDLE;
            clk_count <= 0;
            bit_index <= 0;
            rx_shift <= 0;
            data_out <= 0;
            data_valid <= 0;
            is_valid <= 0;         
            state_bits <= 2'b00;   
        end else begin
            data_valid <= 0;       
            case (state)
                STATE_IDLE: begin
                    is_valid <= 0;   
                    state_bits <= 2'b00;  
                    if (rx == 0) begin
                        state <= STATE_START;
                        clk_count <= CLOCKS_PER_BIT / 2;
                    end
                end
                STATE_START: begin
                    state_bits <= 2'b01;  
                    if (clk_count == CLOCKS_PER_BIT - 1) begin
                        clk_count <= 0;
                        state <= STATE_DATA;
                        bit_index <= 0;
                    end else begin
                        clk_count <= clk_count + 1;
                    end
                end
                STATE_DATA: begin
                    is_valid <= 1;   
                    state_bits <= 2'b10;  
                    if (clk_count == CLOCKS_PER_BIT - 1) begin
                        clk_count <= 0;
                        rx_shift <= {rx,rx_shift[7:1]};
                        if (bit_index == BITS_PER_WORD - 1) begin
                            state <= STATE_STOP;
                        end else begin
                            bit_index <= bit_index + 1;
                        end
                    end else begin
                        clk_count <= clk_count + 1;
                    end
                end
                STATE_STOP: begin
                    is_valid <= 1;   
                    state_bits <= 2'b11;  
                    if (clk_count == CLOCKS_PER_BIT - 1) begin
                        clk_count <= 0;
                        state <= STATE_IDLE;
                        data_out <= rx_shift[7:0];
                        data_valid <= 1;
                    end else begin
                        clk_count <= clk_count + 1;
                    end
                end
            endcase
        end
    end
endmodule
`timescale 1ns/1ps
module uart_top #(
    parameter CLK_RATE = 50000000,    
    parameter BAUD_RATE = 115200,     
    parameter BITS_PER_WORD = 8       
)(
    input  wire        clk,           
    input  wire        rst_n,         
    input  wire        uart_rx_pin,   
    output wire        uart_tx_pin,   
    output wire [7:0]  rx_data_out,   
    output wire        rx_data_valid, 
    output wire        rx_is_valid,   
    output wire        tx_busy      
);
    reg  [7:0] tx_data;
    reg        tx_data_valid;
	 wire [1:0]  tx_state;      
    wire [1:0]  rx_state;      
    uart_rx #(
        .CLK_RATE(CLK_RATE),
        .BAUD_RATE(BAUD_RATE),
        .BITS_PER_WORD(BITS_PER_WORD)
    ) uart_rx_inst (
        .clk(clk),
        .rstn(rst_n),
        .rx(uart_rx_pin),
        .data_out(rx_data_out),
        .data_valid(rx_data_valid),
        .is_valid(rx_is_valid),
        .state_bits(rx_state)
    );
    uart_tx #(
        .CLK_RATE(CLK_RATE),
        .BAUD_RATE(BAUD_RATE),
        .BITS_PER_WORD(BITS_PER_WORD)
    ) uart_tx_inst (
        .clk(clk),
        .rstn(rst_n),
        .data_in(tx_data),
        .data_valid(tx_data_valid),
        .tx(uart_tx_pin),
        .busy(tx_busy),
        .state_bits(tx_state)
    );
    always @(posedge clk or negedge rst_n) begin
        if (!rst_n) begin
            tx_data <= 8'h09;
            tx_data_valid <= 1'b0;
        end else begin
            tx_data_valid <= 1'b0;  
        end
    end
endmodule
`timescale 1ns/1ps
module uart_tx #(
    parameter CLK_RATE = 50000000,
    parameter BAUD_RATE = 115200,
    parameter BITS_PER_WORD = 8
)(
    input clk,
    input rstn,
    input [7:0] data_in,      
    input data_valid,         
    output reg tx,            
    output reg busy,          
    output reg [1:0] state_bits   
);
    localparam CLOCKS_PER_BIT = CLK_RATE / BAUD_RATE;
    localparam STATE_IDLE  = 2'd0;
    localparam STATE_START = 2'd1;
    localparam STATE_DATA  = 2'd2;
    localparam STATE_STOP  = 2'd3;
    reg [1:0] state;
    reg [$clog2(CLOCKS_PER_BIT)-1:0] clk_count;
    reg [$clog2(BITS_PER_WORD)-1:0] bit_index;
    reg [7:0] tx_data;   
    always @(posedge clk or negedge rstn) begin
        if (!rstn) begin
            state <= STATE_IDLE;
            clk_count <= 0;
            bit_index <= 0;
            tx <= 1'b1;        
            busy <= 1'b0;
            tx_data <= 8'h00;
            state_bits <= 2'b00;   
        end else begin
            case (state)
                STATE_IDLE: begin
                    state_bits <= 2'b00;   
                    tx <= 1'b1;            
                    busy <= 1'b0;          
                    clk_count <= 0;
                    bit_index <= 0;
                    if (data_valid) begin
                        tx_data <= data_in;   
                        state <= STATE_START;
                        busy <= 1'b1;         
                    end
                end
                STATE_START: begin
                    state_bits <= 2'b01;   
                    tx <= 1'b0;            
                    busy <= 1'b1;
                    if (clk_count < CLOCKS_PER_BIT - 1) begin
                        clk_count <= clk_count + 1;
                    end else begin
                        clk_count <= 0;
                        state <= STATE_DATA;
                    end
                end
                STATE_DATA: begin
                    state_bits <= 2'b11;   
                    tx <= tx_data[bit_index];   
                    busy <= 1'b1;
                    if (clk_count < CLOCKS_PER_BIT - 1) begin
                        clk_count <= clk_count + 1;
                    end else begin
                        clk_count <= 0;
                        if (bit_index < BITS_PER_WORD - 1) begin
                            bit_index <= bit_index + 1;
                        end else begin
                            bit_index <= 0;
                            state <= STATE_STOP;
                        end
                    end
                end
                STATE_STOP: begin
                    state_bits <= 2'b10;   
                    tx <= 1'b1;            
                    busy <= 1'b1;
                    if (clk_count < CLOCKS_PER_BIT - 1) begin
                        clk_count <= clk_count + 1;
                    end else begin
                        clk_count <= 0;
                        state <= STATE_IDLE;
                    end
                end
                default: begin
                    state <= STATE_IDLE;
                end
            endcase
        end
    end
endmodule
==> ci_impl_report.md <==
## Synthesis and layout report

| Metric | Value |
|---|---|
| Drt total wl | 4.138 mm |
| Leak pwr | 1.294 nW |
| Cells after Synth | 220 |
| Grt total ovfl | 0 |
| Ys Warns | 3 |
| Cycle use final | 76.47% |
| DR vias/cell | 4.798 |
| First-pass GRT wire length | 7.307 mm |
| Postcts setup bufs | 0 |
| Yosys reg bits | 51 |
| Tot GR Track Use | 10.67% |
| Routed vias | 1636 |
| Ys flop type | dfrtp_1 |
| Max-slew headroom | 55.48% |
| Clock latency (worst-skew pair) | 0.30 ns |
| Async SR Flop Fraction | 100.0% |
| Core Box Area | 0.007848 mm2 |
| Worst setup EP type | flop |
| Area Overhead vs Synth | 13.96% |
| Mapped Area | 0.002465 mm2 |
| I/O pin count | 15 |
| CTS tree | done |
| WL per Instance | 12.13 um |
| Vias in the first global route | 1506 |
| Yosys chip area | 0.002465 mm2 |
| Worst vdd ir | 0.3235 mV |
| Synth Area per Inst | 11.20 um2 |
| Clk slew on worst S/H paths | 0.09 ns |
| DRC | 0 |
| Final Setup Violations | 0 |
| Startpoint Class | flop |
| Hold_buf cts | 0 |
| Depth of the CTS H-tree | 2 |
| Port bufs | 14 |
| Initial antenna violation count | 0 |
| FP Rows | 32 |
| Die footprint | 0.008583 mm2 |
| Post-route antenna net violation count | 0 |
| Max Cap Viol | 0 |
| Crit Path Class | flop to flop |
| GPL Wtd Cong | 0.8715 |
| Setup TNS | 0 ns |
| Share of layout cells above drive strength 1 | 15.48% |
| Worst Clk Skew | 0.008152 ns |
| Ant diodes | 0 |
| Clock root cell | clkbuf_8 |
| Layout Cells excl Fill | 341 |
| Largest net degree at the start of global routing | 52 |
| Die height | 92.65 um |
| CTS sink count | 51 |
| Tightest Pin Transition | 0.6608 ns |
| Log Warnings | 26 |
| Critical Path AT | 2.10 ns |
| Post_cts resized | 0 |
| DRT Pass-1 Iters | 4 |
| Synth unique cells | 45 |
| Die W | 92.65 um |
| Critical Path RT | 2.68 ns |
| Dpl cells | 333 |
| First DRT Iteration DRCs | 74 |
| Seq share, synth | 51.93% |
| F_max | 0.5231 GHz |
| Area after DPL | 0.002699 mm2 |
| Number of enable flip-flop cells | 0 |
| Final Max Tran Viols | 0 |
| Starting Density | 31.41% |
| DP HPWL | 2.794 mm |
| Cell area after layout | 0.002809 mm2 |
| Total power density per cell area | 687.0 mW/mm2 |
| Yosys stat cell total | 220 |
| Outcome | completed |
| Unrepaired setup endpoints after global routing | no |
| Total Power | 0.001930 W |
| Final min period | 1.912 ns |
| CP Max Fanout | 9 |
| Clock tree buffer depth | 2 |
| Hold Crit Class | input port to async pin |
| Final hold viol count | 0 |
| TritonCTS Buffers | 5 |
-- metrics by stage --
stage | setup WS, ns | util (%) | hold slack (ns)
2_1_floorplan | 0.7691 | - | 0.2044
3_3_place_gp | 0.6101 | 34.39 | 0.4733
3_5_place_dp | 0.5828 | 34.39 | 0.4754
4_1_cts | 0.5926 | 35.79 | 0.3240
5_1_grt | 0.3985 | 35.79 | 0.3435
6_report | 0.5882 | 35.79 | 0.3021
-- sequential cells by signal (all words and copies together), names as in the netlist --
signal,cells
uart_tx_inst.bit_index,3
uart_tx_inst.clk_count,9
uart_tx_inst.busy,1
uart_rx_inst.data_out,8
uart_rx_inst.clk_count,9
uart_tx_inst.state,3
uart_rx_inst.bit_index,3
uart_tx_inst.tx,1
uart_rx_inst.data_valid,1
uart_rx_inst.state,4
uart_rx_inst.rx_shift,8
uart_rx_inst.is_valid,1
-- final timing paths --
kind	cells after the start	end	slack, ns	from
setup / recovery	6	uart_rx_inst.rx_shift[6]	0.59	uart_rx_inst.clk_count[1]
min in group clk0	1	uart_tx_inst.tx	0.50	uart_tx_inst.state[2]
max in group asynchronous	2	uart_rx_inst.bit_index[2]	1.77	rst_n
hold / removal	2	uart_rx_inst.data_out[5]	0.30	rst_n
setup reg to reg	6	uart_rx_inst.rx_shift[6]	0.59	uart_rx_inst.clk_count[1]
hold reg to reg	1	uart_tx_inst.tx	0.50	uart_tx_inst.state[2]
-- per-layer routing --
| layer | global-route usage, % | up-vias | share of wire, % | routed length (um) |
|---|---|---|---|---|
| met2 | 15.80 | 34 | 42 | 1743 |
| met1 | 17.20 | 781 | 52 | 2161 |
| met5 | 0 | - | 0 | 0 |
| met4 | 1.410 | 0 | 1.3 | 55 |
| met3 | 1.838 | 5 | 4.3 | 177 |
| li1 | - | 816 | - | - |
-- cell type report --
type                    instances  area, um2
well taps                     102      127.6
flip-flops and latches         51       1280
fillers                       784       5039
repair buffers                 16      150.1
clock inverters                 2      37.54
clock buffers                   6      72.57
inverters                       7      26.28
multi-input cells             157       1115
-- cells in the final DEF (no fill, tap or decap), drive strengths merged, types with 2 or more instances in the layout --
master          n
inv             7
nor2b           2
nand4           6
xnor2           5
mux2i           2
mux2           16
o221ai          2
and4            2
nand2          25
and2            4
or4             2
nor2           20
xor2            2
ha              6
a21oi           8
and3            4
buf             3
clkbuf          6
clkdlybuf4s50  13
a21o            2
dfrtp          48
o21ai          16
dfstp           3
nand3          17
nand4b          2
-- Yosys cell counts, types with 2 or more instances --
library cell / number / area share, %
mux2_4: 16 / 9.7
nand4_1: 5 / 1.3
nand4b_1: 2 / 0.71
dfrtp_1: 48 / 49
nor2_1: 20 / 3.0
nand2_1: 23 / 3.5
a21o_1: 2 / 0.61
or4_1: 2 / 0.61
and2_1: 3 / 0.76
xor2_1: 2 / 0.71
mux2i_1: 2 / 0.81
a21oi_1: 8 / 1.6
nand2_8: 2 / 1.6
o21ai_1: 2 / 0.41
nand3_1: 17 / 3.5
ha_1: 6 / 3.0
xnor2_1: 5 / 1.8
o21ai_0: 14 / 2.8
inv_1: 7 / 1.1
and3_1: 4 / 1.0
o221ai_1: 2 / 0.71
nor2b_1: 2 / 0.51
dfstp_2: 3 / 3.2
clkbuf_1: 2 / 0.30
-- kinds of logic (layout without fill, tap and decap cells) --
logic type / after synthesis / count (layout) / synth area share [%]
XOR/XNOR: 7 / 7 / 2.487
adder cells (fa/ha/maj): 6 / 6 / 3.046
AND/OR/NAND/NOR: 91 / 91 / 20.76
flip-flops: 51 / 51 / 51.93
buffers and inverters: 12 / 31 / 2.843
multiplexers: 18 / 18 / 10.56
AND-OR/OR-AND: 35 / 35 / 8.377
-- critical path, cell delays in order (launching register included) --
cell	delay [ns]
dfrtp_1	0.40
inv_1	0.08
ha_1	0.14
nor4b_4	0.31
and4_4	0.43
nand2_8	0.11
mux2_4	0.33
-- where the power goes --
part / internal [W] / leakage [nW] / switching [W]
clock network: 0.000299 / 0.0514 / 0.000269
logic: 0.000164 / 0.576 / 0.000164
registers: 0.000909 / 0.666 / 0.000125
total: 0.00137 / 1.29 / 0.000558
No activity file was given, so power comes from the tool's default toggle rates.
